[flow/config.mk]
export PLATFORM = sky130hd
export DESIGN_NAME = dual_port
export DESIGN_NICKNAME = dual_port
export VERILOG_FILES = /design/flow/design.v
export SDC_FILE = /design/flow/constraint.sdc
export NUM_CORES = 4
export LEC_CHECK = 1
export CORE_UTILIZATION = 40
export SYNTH_MEMORY_MAX_BITS = 65536
[flow/constraint.sdc]
current_design dual_port

set clk_period 4.2
set clk_io_pct 0.2

create_clock -name clk0 -period $clk_period [get_ports {clk1}]
create_clock -name clk1 -period $clk_period [get_ports {clk2}]

set non_clock_inputs [all_inputs -no_clocks]
set_input_delay [expr $clk_period * $clk_io_pct] -clock clk0 $non_clock_inputs
set_output_delay [expr $clk_period * $clk_io_pct] -clock clk0 [all_outputs]
[flow/design.v]
`timescale 1ns / 1ps
module dual_port(clk1,clk2,data,out,we,w_addr,r_addr);
input clk1,clk2,we;
input [5:0] w_addr,r_addr;
input[7:0] data;
output reg [7:0] out;
reg [7:0] ram[0:1024];
always@(posedge clk1)
begin
if(we)
ram[w_addr]<=data;
end
always@(posedge clk2)
begin
out<=ram[r_addr];
end
endmodule
[flow/run.sh]
#!/bin/bash
# OpenROAD 26Q1-2900-gdf79404cd8, Yosys 0.63+post, stock flow scripts
make -C /OpenROAD-flow-scripts/flow DESIGN_CONFIG=/design/flow/config.mk WORK_HOME=/design/flow/orfs finish
==> summary.txt <==
flow finished, numbers: status finished clean, Crit path arrival time 3620 ps, Avg Synthesized Cell Area roughly 22 um^2, routability cong. 0.871, grt total ovfl 0, R2R Path Start ram[53][7]$_DFFE_PP_, fin util 46.7%, Worst slew margin a little under a quarter, EDFF count, synth between 500 and 600, die area slightly above 50000 um^2, core box area ~50000 um^2, DPL Wire Length between 20000 and 30000 um, share of cells above drive strength 1 ~26%, pins over their slew limit 0, CTS Hold Buffers Added 0, Vias ~9600, Pint between 8 and 9 mW, Worst setup SP type input port, Combinational Power Share ~5%, Cell Pwr Density between 400 and 500 nW/um^2, Gate Count Post-Synth a little over 900, tool warnings 26, DRT iter0 DRCs 740, max-cap violation count 0, critical path type in2reg, NetSw between 2 and 2.5 mW, CP endpoint out[7]$_DFF_P_, number of global-route vias before repair around 11000, Leakage just over 7 nW, area grow syn2layout 14.6%, register share after synthesis slightly below 80%, antenna violations before repair 0, Slew @ Worst Pin ~1100 ps, antenna viol nets, final 0, CP max FO 20, worst min-delay path category in2reg, VDD IR-drop max 0.315 mV, row count 81, Core Util at FP 40.8%, Reg2Reg Capture Point out[7]$_DFF_P_, FFs w/ async S/R, synth 0%, met3 Use GR 12.6%, unrepaired setup endpoints after global routing false, I/O pins 31, crit path from r_addr[4], Reg2Reg Depth 4, crit path DRT between 4000 and 5000 ps, Residual DRC 0, Post-Syn Area 20000 um^2, hold_sp data[6], Final setup viols 0, reg2reg setup slack 1920 ps, ANT cells 0, Most used DFF post-synth edfxtp_1, cts repair resizes 0, yosys stat chip area between 20000 and 25000 um^2, first-pass GRT wire length 67400 um, switching part of the total power between 20% and 30%, die height approximately 230 um, Via density 5.54, GRT Overall Usage 20.3%, largest net degree at the start of global routing about 65, met2 Use GR 28.1%, Synth warnings 1, Overall Power between 10 and 15 mW, Num Clock Sinks 520, port bufs 29, yosys cell count between 900 and 1000, Detailed Routing Iterations Pass 1 4, clock network power share between 40 and 50%, Setup TNS Final 0 ps, gr busiest metal met1, Global Route met1 Usage between 30% and 40%, Die Width between 200 and 250 um, Post-CTS Setup Inserts 0, FF+latch count, synth between 500 and 600, type of element capturing the critical path register, Reg clk slew, reported paths about 60 ps, CTS tree yes, distinct lib cells 39, drt wl/cell roughly 26 um, Hold Violations, Final 0, Total Routed Length 44400 um, Sequential Power Share between 50% and 60%
-- worst max-delay path, stage by stage --
cell             delay [ps]
clkdlybuf4s50_1        1010
buf_4                   500
or3b_2                  520
o22ai_1                 300
nor4_1                  140
mux2_2                  300
-- state kept, by name, summed over array words and instances (netlist names) --
signal / flops
out: 8
ram: 512
-- layer usage --
metal,up-vias,routed length (um)
met1,4913,16900
met4,2,1000
met3,76,6210
met2,481,20200
met5,-,85
li1,4102,-
-- layout by cell type, fill, tap and decap left out, types with 12 or more instances in the layout --
cell,netlist,final
o22ai_1,34,34
clkbuf_1,22,17
mux4_2,124,124
nor2_1,80,80
clkbuf_16,0,56
clkdlybuf4s50_1,0,18
edfxtp_1,512,512
buf_4,2,62
clkinv_1,0,16
a22oi_1,12,12
-- layout make-up --
class / instances / area, um^2
Clock buffer: 73 / 1470
Clock inverter: 25 / 165
Fill cell: 3977 / 26200
Inverter: 1 / 3.75
Multi-Input combinational cell: 353 / 4220
Sequential cell: 520 / 15500
Tap cell: 664 / 831
Timing Repair Buffer: 92 / 757
-- worst min-delay path by stage --
stage,endpoint,depth (start not counted)
finish,ram[59][6]$_DFFE_PP_,1
global route,ram[59][6]$_DFFE_PP_,1
CTS,ram[1][6]$_DFFE_PP_,1
-- power groups by stage --
stage	logic [mW]	clock network (mW)	registers (mW)
finish	0.528	4.42	5.77
CTS	0.537	4.51	5.76
global route	0.573	4.70	5.77
-- stage by stage --
step / setup WS [ps] / area [um^2] / instances / hold slack [ps]
after floorplan: 1770 / 20000 / 924 / 771
after global placement: 475 / 21300 / 1630 / 825
after detailed placement: 498 / 21300 / 1630 / 831
after CTS: 734 / 23000 / 1728 / 771
after global routing: 590 / 23000 / 1728 / 821
final: 698 / 23000 / 1728 / 805
-- kinds of logic (layout without fill, tap and decap cells) --
family / after synthesis / after routing / synth area share [%]
mux: 142 / 142 / 15.2
buf+inv: 51 / 191 / 1.44
simple gates: 139 / 139 / 3.32
compound gates: 72 / 72 / 2.54
flops: 520 / 520 / 77.5
-- cells in the mapped netlist (5+ instances only) --
library cell  instances  area [um^2]
a22oi_1              12         90.1
a32o_1                5         50.1
buf_2                14         70.1
buf_6                 6         67.6
clkbuf_1             22         82.6
dfxtp_1               8          160
edfxtp_1            512        15400
mux2i_1              11          110
mux4_2              124         2790
nand2_1              10         37.5
nand3_1               8         40.0
nand3b_1              7         52.6
nor2_1               80          300
nor2b_1               5         31.3
nor3b_1               5         37.5
o21bai_1              5         37.5
o22ai_1              34          213
o31ai_1               5         37.5
Power is estimated from default activity; no workload was simulated.
