==> design.v <==
`timescale 1ns / 1ps
module axi_stream_fp #(parameter data=32)
(
input axis_clk,
input axis_reset,
input s_axis_valid_a,
input s_axis_valid_b,
input [data-1:0] s_axis_data,
input [data-1:0] s_axis_data1,
output s_axis_ready_a,
output s_axis_ready_b,
output reg m_axis_valid_a,
output reg m_axis_valid_b,
output reg [data-1:0]m_axis_data,
output reg [data-1:0]m_axis_data1,
input m_axis_ready_a,
input m_axis_ready_b
    );
    integer i;
    assign s_axis_ready_a=m_axis_ready_a;
    assign s_axis_ready_b=m_axis_ready_b;
    always @(posedge axis_clk)
    begin
       if(s_axis_valid_a & s_axis_ready_a)
       begin
          for(i=0;i<data/8;i=i+1)
          begin
             m_axis_data[i*8+:8]<=s_axis_data[i*8+:8];
          end
       end
    end
    always @(posedge axis_clk)
        begin
           if(s_axis_valid_b & s_axis_ready_b)
           begin
              for(i=0;i<data/8;i=i+1)
              begin
                 m_axis_data1[i*8+:8]<=s_axis_data1[i*8+:8];
              end
           end
        end
    always @(posedge axis_clk)
    begin
       m_axis_valid_a <= s_axis_valid_a & s_axis_ready_a;
    end
    always @(posedge axis_clk)
        begin
           m_axis_valid_b <= s_axis_valid_b & s_axis_ready_b;
        end
  wire [31:0] m_out;
  wire [24:0]test;
  wire [7:0]shi;
  wire c_o;
  float_adder axi_inter(m_axis_data[31:0],m_axis_data1[31:0],m_out[31:0],test[24:0],shi[7:0],c_o);
endmodule
module float_adder(
    input [31:0] a,
    input [31:0] b,
    output [31:0] Out,
	 output [24:0] Out_test,
	 output [7:0] shift,
	 output c_out,sa,sb,
	 output reg sign
    );
	wire [7:0] sm_exp_diff,exp_out_mux,exp_out_inc;
	wire sel_shit_r,sel_no_shift_r,inc,sel_max_exp,sm_exp_brw;
	wire [24:0] fl_add_out,final_out;
	wire [22:0] frac_out;
assign sa=a[31:31];
assign sb=b[31:31];
always @(*)
begin
if(sa==1 && sb==0)
begin
sign =sa;
end
else
begin
sign=sb;
end
end
	assign c_out = Out_test[24:24];
	exp_alu sub_alu1(a[30:23],b[30:23],sm_exp_diff[7:0],sm_exp_brw);
	signal_controller sc(sm_exp_diff[7:0],c_out,sm_exp_brw,sel_shift_r,sel_no_shift_r,shift,inc,sel_max_exp);
	fract_add FDD(a[22:0],b[22:0],shift[7:0],sel_shift_r,sel_no_shift_r,Out_test);
	mux_exp e_m(a[30:23],b[30:23],sel_max_exp,exp_out_mux);
	 final_fp_out dut(exp_out_mux,inc,Out_test,exp_out_inc,final_out);
	assign frac_out = final_out[22:0];
	assign Out = {sign,exp_out_inc,frac_out};
endmodule
module fract_add(
    input [22:0] a,
    input [22:0] b,
    input [7:0] shift,
    input sel_b,
    input sel_a,
    output reg [24:0] Out
    );
	wire [23:0] sr_input, alu_input_a;
reg [23:0]	alu_input_b;
	fraction_mux mux0({1'b1,a},{1'b1,b},sel_a,alu_input_a);
	fraction_mux mux1({1'b1,a},{1'b1,b},sel_b,sr_input);
	always@(*)
	begin
	 alu_input_b = sr_input >> shift;
	 Out = alu_input_a + alu_input_b;
	end
endmodule
module mux_exp(
    input [7:0] exp_a,
    input [7:0] exp_b,
    input sel_c,
    output [7:0] exp_out
    );
	assign exp_out = (sel_c) ? exp_b : exp_a;
endmodule
module final_fp_out(
    input [7:0] exp_diff,
    input inc_control,
    input [24:0] shifter,
    output reg[7:0] exp_out,
    output reg [24:0] frac_out
    );
	always@(*)
	begin
		if(inc_control > 0)
			begin
				exp_out = exp_diff + 8'b1;
				frac_out = shifter >> 1'b1;
			end
		else
			begin
				exp_out = exp_diff - 8'b0;
				frac_out = shifter << 1'b0;				
			end
	end
endmodule
module signal_controller(
    input [7:0] exp_diff,
    input c_out,
	 input sm_alu_sign,
    output reg sel_b,
    output reg sel_a,
    output reg [7:0] shift,
	 output reg inc,
	 output reg sel_c
    );
always@(exp_diff or sm_alu_sign or c_out)
	begin
		if(sm_alu_sign ==  0)
			begin
				sel_a = 1'b0; 	
                sel_b = 1'b1; 			
                sel_c = 1'b0; 				
                shift = exp_diff;
			end
		else
			begin
				sel_a = 1'b1; 				
                 sel_b = 1'b0; 				
                sel_c = 1'b1;				
                 shift = ~exp_diff +1;
		end
	end
	always@(c_out)
		begin
		if(c_out > 0)
				inc = 1'b1;
		else
				inc = 1'b0;
		end
endmodule
module exp_alu(
    input [7:0] a,
    input [7:0] b,
    output reg [7:0] c,
	 output reg sign
    );
	always@(a or b)
	begin
		if(a >= b)
		begin
			c = a-b;
			sign = 1'b0;
		end
		else
		begin
			c=a-b;
			sign = 1'b1;
		end
	end
endmodule
module fraction_mux(
    input [23:0] a,
    input [23:0] b,
    input sel,
    output [23:0] Out
    );
	assign Out = (sel) ? b : a;
endmodule
==> run.sh <==
#!/bin/bash
# OpenROAD 26Q1-2900-gdf79404cd8, Yosys 0.63+post, stock flow scripts
make -C /OpenROAD-flow-scripts/flow DESIGN_CONFIG=/design/flow/config.mk WORK_HOME=/design/flow/orfs finish
==> config.mk <==
export PLATFORM = sky130hd
export DESIGN_NAME = axi_stream_fp
export DESIGN_NICKNAME = axi_stream_fp
export VERILOG_FILES = /design/flow/design.v
export SDC_FILE = /design/flow/constraint.sdc
export NUM_CORES = 4
export LEC_CHECK = 1
export CORE_UTILIZATION = 40
==> constraint.sdc <==
current_design axi_stream_fp

set clk_period 3.9
set clk_io_pct 0.2

create_clock -name clk0 -period $clk_period [get_ports {axis_clk}]

set non_clock_inputs [all_inputs -no_clocks]
set_input_delay [expr $clk_period * $clk_io_pct] -clock clk0 $non_clock_inputs
set_output_delay [expr $clk_period * $clk_io_pct] -clock clk0 [all_outputs]
==> out/results.tsv <==
stage	metric	value	unit
status	status	completed	
logic_synthesis	Seq/Total Area, Yosys	97.9	%
clock_tree	Max clock buf depth	2	
final_timing	RSZ-0062 raised after global routing	no	
pwr	Final Power	1.44	mW
logic_synthesis	Post-synth regs	66	
final_timing	worst slew pin tran	0.773	ns
placement	IO Port Bufs	136	
clock_tree	H-tree depth	3	
pwr	switch share	17.8	%
die	row count	25	
final_timing	Hold Vio Cnt, Final	0	
global_routing	Remaining Overflow, GRT	0	
flow_run	OpenROAD warning count	27	
drt	Routed Antenna Nets	0	
logic_synthesis	YS chip area	0.00200	mm²
pwr	Int Pwr	1.19	mW
global_routing	largest net degree at the start of global routing	34	
critical_path	Worst setup endpoint	s_axis_ready_a	
critical_path	CP max-delay cell	clkdlybuf4s50_1	
final_layout	layout cell share with drive strength beyond 1	6.73	%
pwr	clock power share	30.6	%
pwr	Seq pwr share	58.3	%
logic_synthesis	Mean Syn Cell Area	27.8	µm²
placement	Final HPWL DP	3070	µm
die	die area	0.00530	mm²
drt	drt first pass iters	4	
pwr	VDD IR max	319	µV
critical_path	CP cell instances	clkdlybuf4s50_1, clkdlybuf4s50_1	
final_timing	Setup TNS	0	ns
logic_synthesis	area of the mapped netlist	0.00200	mm²
drt	wire per inst	14.3	µm
logic_synthesis	Top cell area share	95.9	%
logic_synthesis	cell type with the largest total area	edfxtp_1	
worst_hold_path	HP Class	in2reg	
global_routing	number of global-route vias before repair	1287	
critical_path	Worst EP arrival	1.71	ns
pwr	PwrDens	402	mW/mm²
clock_tree	CTS Sinks	66	
final_layout	Area growth syn-to-layout	79.4	%
final_timing	period utilization	63.9	%
final_timing	Relative slew margins	48.5	%
drt	vias	1252	
clock_tree	CTS clk-pin slew, worst paths	0.06	ns
final_timing	Period minus WS final	2.49	ns
die	Die W	72.8	µm
final_timing	fin. max-slew vios	0	
final_layout	Gate Area	12.5	µm²
clock_tree	CTS tree	yes	
logic_synthesis	distinct lib cells	4	
critical_path	Worst Setup SP	m_axis_ready_a	
logic_synthesis	Post-Synthesis Cells	72	
clock_tree	Post CTS Setup Buffer Count	0	
drt	diode count	0	
final_timing	Fmax	401	MHz
drt	Vias/cell	4.32	
logic_synthesis	yosys warns	7	
critical_path	CP peak stage delay	0.47	ns
drt	DR iter-0 viols	44	
critical_path	Levels on crit path	2	
global_routing	initial antenna violation count	0	
critical_path	Critical Path Source Type	input port	
critical_path	Critical Path Sink Type	primary output	
die	Chip Height	72.8	µm
clock_tree	clock root buffer	clkbuf_8	
die	CORE AREA	0.00479	mm²
global_routing	GRT Overall Usage	17.2	%
final_layout	Layout fillers	304	
drt	final WL	4140	µm
critical_path	Critical path buffers and inverters	2	
die	fp util	41.9	%
pwr	Gate power share	11.0	%
placement	routability cong.	0.731	
flow_run	Max Cap Viol	0	
critical_path	CP dominant cell by count	clkdlybuf4s50_1	
clock_tree	# resized after CTS	0	
clock_tree	CTS Buf Count	9	
clock_tree	cts hold-fix bufs	0	
critical_path	Crit Path Max Fanout	2	
final_timing	final setup violation count	0	
logic_synthesis	number of standard cells reported by yosys	72	
critical_path	Setup Crit Path Kind	in2out	
logic_synthesis	Post-synth area hogs	edfxtp_1 96%, dfxtp_1 2.0%, buf_4 1.5%, and2_1 0.62%	
drt	# DRC	0	
die	IO Pins	138	
final_layout	register area	0.00196	mm²
critical_path	delay-heaviest family, CP	buffers and inverters	
worst_hold_path	min-delay src	s_axis_data1[11]	
final_timing	final hold slack	1.01	ns
global_routing	first-pass GRT wire length	6090	µm
critical_path	Required @ worst endpoint	3.12	ns
pwr	Leak	1.25	nW
pwr	switching power	0.257	mW
[synth_stat cells]
master    instances
and2_1            2
buf_4             4
edfxtp_1         64
dfxtp_1           2
[power groups by stage]
stage     Sequential (mW)  Combinational [mW]  Clock, mW
4_1_cts             0.843               0.162      0.457
5_1_grt             0.846               0.172      0.490
6_report            0.842               0.160      0.442
[cell type report]
class                   instances  share of cell area [%]
well taps                      67                    2.33
clock inverters                 4                   0.522
multi-input cells               2                   0.348
flip-flops and latches         66                    54.6
repair buffers                139                    38.5
clock buffers                  12                    3.76
[stage by stage]
step | setup WS [ns] | instance area (µm²) | std cells | util (%)
global placement | 1.41 | 3440 | 274 | 71.9
CTS | 1.41 | 3600 | 290 | 75.1
detailed placement | 1.41 | 3440 | 274 | 71.9
finish | 1.41 | 3600 | 290 | 75.1
global route | 1.36 | 3600 | 290 | 75.1
floorplan | 1.92 | 2000 | 72 | -
[how the worst min path moves through the flow]
stage,cells past startpoint,endpoint,slack [ns]
CTS,1,m_axis_data1[23],0.99
global route,1,m_axis_data1[26],0.99
finish,1,m_axis_data1[11],1.01
[layer usage]
metal,part of all wire [%],wire length [µm],global-route usage [%],vias to the layer above
met3,20,815,11.1,9
met4,2.1,85,3.92,0
li1,-,-,-,575
met5,0,0,0,-
met1,35,1440,25.3,561
met2,43,1800,23.9,107
[flip-flops by register name, indices dropped and copies added (netlist names)]
name / flops
m_axis_data1: 32
m_axis_valid_b: 1
m_axis_valid_a: 1
m_axis_data: 32
[cells by family (layout without fill, tap and decap cells)]
group | after synthesis | after routing | share of synthesized area [%]
buf+inv | 4 | 155 | 1.50
flops | 66 | 66 | 97.9
simple gates | 2 | 2 | 0.624
[layout by cell type, fill, tap and decap left out, drive strengths merged]
cell / count
and2: 2
buf: 3
clkbuf: 12
clkdlybuf4s50: 136
clkinv: 4
dfxtp: 2
edfxtp: 64
Power and IR drop assume default switching activity.
